$ cat flow/config.mk
export PLATFORM = sky130hd
export DESIGN_NAME = rx_module
export DESIGN_NICKNAME = rx_module
export VERILOG_FILES = /design/flow/design.v
export SDC_FILE = /design/flow/constraint.sdc
export NUM_CORES = 4
export LEC_CHECK = 1
export CORE_UTILIZATION = 30
$ cat flow/constraint.sdc
current_design rx_module

set clk_period 2.7
set clk_io_pct 0.2

create_clock -name clk0 -period $clk_period [get_ports {clk}]

set non_clock_inputs [all_inputs -no_clocks]
set_input_delay [expr $clk_period * $clk_io_pct] -clock clk0 $non_clock_inputs
set_output_delay [expr $clk_period * $clk_io_pct] -clock clk0 [all_outputs]
$ cat flow/design.v
module rx_bps_module (
	input  clk      ,  
	input  rst_n    ,  
	input  count_sig,
	output bps_clk
);
	parameter        bps_time = 13'd5207;
	logic     [12:0] rbps_clk           ;
	always_ff @(posedge clk or negedge rst_n) begin : proc_rbps_clk
		if(~rst_n) begin
			rbps_clk <= 13'b0;
		end else begin
			if(rbps_clk == bps_time) begin
				rbps_clk <= 13'b0;
			end else begin
				if(count_sig) begin
					rbps_clk <= rbps_clk + 1'b1;
				end else begin
					rbps_clk <= 13'b0;
				end
			end
		end
	end  
	assign bps_clk = (rbps_clk == 13'd2603)? 1'b1:1'b0;
endmodule  
module rx_control_module (
	input        clk        ,  
	input        rst_n      ,  
	input        h2l_sig    ,
	input        rx_pin_in  ,
	input        bps_clk    ,
	input        rx_en_sig  ,
	output       count_sig  ,
	output [7:0] rx_data    ,
	output       rx_done_sig
);
	logic [7:0] rrx_data    ;
	logic       rrx_done_sig;
	logic       rcount_sig  ;
	logic [3:0] rstate      ;
	always_ff @(posedge clk or negedge rst_n) begin : proc_rstate
		if(~rst_n) begin
			rstate       <= 4'b0;
			rrx_data     <= 8'b0;
			rrx_done_sig <= 1'b0;
			rcount_sig   <= 1'b0;
		end else begin
			if(rx_en_sig) begin
				case (rstate)
					4'd0 :
						if (h2l_sig) begin
							rstate     <= rstate + 1'b1;
							rcount_sig <= 1'b1;
						end
					4'd1 :
						if(bps_clk) begin
							rstate <= rstate + 1'b1;
						end
					4'd2, 4'd3, 4'd4, 4'd5, 4'd6, 4'd7, 4'd8, 4'd9 :
						if(bps_clk) begin
							rstate              <= rstate + 1'b1;
							rrx_data[rstate-2] <= rx_pin_in;
						end
					4'd10 :
						if(bps_clk) begin
							rstate <= rstate + 1'b1;
						end
					4'd11 :
						if(bps_clk) begin
							rstate <= rstate + 1'b1;
						end
					4'd12 :
						begin
							rstate       <= rstate + 1'b1;
							rrx_done_sig <= 1'b1;
							rcount_sig   <= 1'b0;
						end
					4'd13 :
						begin
							rstate       <= 4'b0;
							rrx_done_sig <= 1'b0;
						end
					default :  ;
				endcase
			end
		end
	end
	assign rx_data     = rrx_data;
	assign count_sig   = rcount_sig;
	assign rx_done_sig = rrx_done_sig;
endmodule
module rx_detect_module (
	input  clk      ,  
	input  rst_n    ,  
	input  rx_pin_in,
	output h2l_sig
);
	logic rh2l_sig1;
	logic rh2l_sig2;
	always_ff @(posedge clk or negedge rst_n) begin : proc_rh2l_sig
		if(~rst_n) begin
			rh2l_sig1 <= 1;
			rh2l_sig2 <= 1;
		end else begin
			rh2l_sig1 <= rx_pin_in;
			rh2l_sig2 <= rh2l_sig1;
		end
	end  
    assign h2l_sig = (!rh2l_sig1)&rh2l_sig2;
endmodule  
module rx_module (
	input        clk        ,  
	input        rst_n      ,  
	input        rx_pin_in  ,
	input        rx_en_sig  ,
	output       rx_done_sig,
	output [7:0] rx_data
);
	logic h2l_sig  ;
	logic bps_clk  ;
	logic count_sig;
	rx_detect_module u0_rx_detect_module(
		.clk(clk),
		.rst_n(rst_n),
		.rx_pin_in(rx_pin_in),
		.h2l_sig(h2l_sig)
	);
	rx_bps_module u0_rx_bps_module(
		.clk(clk),
		.rst_n(rst_n),
		.count_sig(count_sig),
		.bps_clk(bps_clk)
	);
	rx_control_module u0_rx_control_module(
		.clk(clk),
		.rst_n(rst_n),
		.h2l_sig(h2l_sig),
		.rx_pin_in(rx_pin_in),
		.bps_clk(bps_clk),
		.rx_en_sig(rx_en_sig),
		.count_sig(count_sig),
		.rx_done_sig(rx_done_sig),
		.rx_data(rx_data)
	);
endmodule
$ cat flow/run.sh
#!/bin/bash
# OpenROAD 26Q1-2900-gdf79404cd8, Yosys 0.63+post, stock flow scripts
make -C /OpenROAD-flow-scripts/flow DESIGN_CONFIG=/design/flow/config.mk WORK_HOME=/design/flow/orfs finish
==> flow_summary.ini <==
; synthesis and place-and-route metrics
[placement]
io_buffers = 12
dpl.hpwl_um = 2740
dp_slack_ns = 0.0326
gp_congestion = 0.819

[timing]
finalCriticalPeriod_ns = 2.55
finalHoldViolCount = 0
final-setup-viol-count = 0
fmax_mhz = 392
rsz0062_at_grt = yes
tightestPinTransition_ns = 0.420
fin_worst_skew_ns = 0.00519
worst_slack_ns = 0.150
slew_headroom_pct = 71.9
finalMaxSlewViolations = 0
period_used_pct = 94.4

[logic_synthesis]
ys_cells = 201
top_cells_by_area = dfrtp_1 35%, ha_1 10%, nor2_1 5.1%
ys_ff = 29
syn_inst = 201
synth.distinct_cells = 47
synthMostInstantiatedCell = dfrtp_1
yosysTopAreaCellShare_pct = 35.1
flop_cell = dfrtp_1
async_reset_ff_share_pct = 100
yosys.area.top_type = dfrtp_1
common_cells = 27 x dfrtp_1, 26 x nor2_1, 22 x nand2_1
ys_area_um2 = 1920
netlist_area_um2 = 1920
enable_flop_cells = 0
yosys.stat.seqShare_pct = 37.8
yosysWarnings = 3
postSynthAreaPerCell_um2 = 9.57

[worst_setup_path]
critPathCaptureType = flip-flop
crit_slowest_cell = dfrtp_1
critPathKind = reg -> reg
cpMostUsedCell = nand4_1
critical_path_arrival_ns = 2.71
cp_cell_sequence = inv_2 -> ha_4 -> xnor2_4 -> buf_6 -> nand3_1 -> ha_2 -> nor4b_4 -> nand4_1 -> nor3_2 -> nand4_1 -> mux2_4
critPathLaunchType = flip-flop
path_max_fanout = 4
worstPathRequired_ns = 2.86
max_stage_delay_ns = 0.39
rrSetupSlack_ns = 0.15

[routing]
initialDrtViolationCount = 101
drt-pass1-iter-count = 4
n_antenna_cell = 0
ant_nets = 0
viasPerCell = 4.86
vias = 1486
wl_per_cell_um = 12.6
drt_wl_total_um = 3850
drc_errors = 0

[cells_and_area]
num-fill-cells = 563
final_util_pct = 41.0
drive_gt1_share_pct = 23.4
syn_to_final_growth_pct = 29.2

[clock_network]
clk_latency_ns = 0.27
cts_root_buf = clkbuf_8
postCtsHoldBufs = 0
cts_tree = done
cts_sinks = 29
cts_buffers = 5
cts_max_path_buffers = 2
h-tree-depth = 2
cts.clk_slew.worst_paths_ns = 0.06

[power_and_ir_drop]
power_density_nw_per_um2 = 319
seq_power_share_pct = 55.2
swShare_pct = 21.5
pwr-share-clk_pct = 42.3
vdd_ir_drop_max_v = 0.000347
intPower_w = 0.000623
leakage_nw = 1.10
p_comb_share_pct = 2.5
p_switching_w = 0.000170

[floorplanning]
ios = 13
rows = 28
die_w_um = 82.1
die_h_um = 82.1
chipArea_um2 = 6740
core_area_um2 = 6060
fp-utilization_pct = 31.8

[global_routing]
track_usage_pct = 13.2
grt_max_degree = 30
antenna_found_initial = 0
grt-ovfl-total = 0
grt_pass1_wl_um = 6800
grt_pass1_vias = 1415

[job]
warnings = 33
timing.max_cap.violations = 0

[status]
status = completed

[min_path]
hold_class = reg -> reg
## final timing paths
check,depth (start not counted),endpoint,from
max in group asynchronous,2,u0_rx_detect_module.rh2l_sig2,rst_n
worst min register to register,0,u0_rx_detect_module.rh2l_sig2,u0_rx_detect_module.rh2l_sig1
min in group asynchronous,2,u0_rx_bps_module.rbps_clk[5],rst_n
worst max-delay path,11,u0_rx_control_module.rrx_data[0],u0_rx_control_module.rstate[2]
worst max register to register,11,u0_rx_control_module.rrx_data[0],u0_rx_control_module.rstate[2]
worst min-delay path,0,u0_rx_detect_module.rh2l_sig2,u0_rx_detect_module.rh2l_sig1
## worst max-delay path: cells and delay by family, from the launching register on
family	cells	cell delay, ns
XOR/XNOR	1	0.18
adder cells (fa/ha/maj)	2	0.39
buffers and inverters	2	0.22
flip-flops	1	0.39
multiplexers	1	0.33
AND/OR/NAND/NOR	5	0.93
## what timing repair did
action | in CTS | in global routing
setup endpoints to repair | 0 | 8
gates resized | 0 | 31
setup buffers | 0 | 3
## cell type report
cell class              instances  area [µm²]  area share (%)
inverters                       9        33.8            1.36
repair buffers                 26         233            9.36
well taps                      75        93.8            3.77
clock inverters                 2        10.0           0.403
clock buffers                   6        72.6            2.92
flip-flops and latches         29         728            29.3
multi-input cells             159        1320            52.9
## cell families after synthesis
logic type	after synthesis	share of synthesized area, %
compound gates	23	9.82
xor+xnor	14	7.15
fa+ha+maj	16	10.4
buf+inv	13	2.99
flops	29	37.8
mux	7	4.03
simple gates	99	27.8
## sequential cells by signal (all words and copies together) (netlist names)
name and cells:
u0_rx_bps_module.rbps_clk 13, u0_rx_control_module.rcount_sig 1, u0_rx_control_module.rrx_data 8, u0_rx_control_module.rrx_done_sig 1
u0_rx_control_module.rstate 4, u0_rx_detect_module.rh2l_sig1 1, u0_rx_detect_module.rh2l_sig2 1
## metrics by stage
step	TNS [ns]	instance area, µm²	hold WS [ns]	instances	power [W]
5_1_grt	-0.0118	2490	0.371	306	0.000837
4_1_cts	0	2290	0.366	303	0.000812
2_1_floorplan	0	1930	0.244	201	0.000449
3_5_place_dp	0	2200	0.356	295	0.000466
6_report	0	2490	0.364	306	0.000793
3_3_place_gp	0	2200	0.355	295	0.000467
## power groups by stage
stage                 clock (W)  sequential [W]  combinational (W)
after global routing   0.000376        0.000438          0.0000233
after CTS              0.000354        0.000438          0.0000210
final                  0.000335        0.000438          0.0000198
## placed cells by master (no fill, tap or decap), drive strengths merged, types with 2 or more instances in the layout
cell type,Yosys,layout
nand2,22,22
o21ai,7,7
clkdlybuf4s50,0,12
o21a,2,2
or3,3,3
a2111oi,2,2
xor2,7,7
nor2,26,26
dfrtp,27,27
mux2,6,6
a21oi,5,5
clkinv,0,2
nand4b,2,2
buf,2,14
clkbuf,2,6
nand4,7,7
and4bb,2,2
ha,16,16
nor4b,3,3
nor2b,4,4
xnor2,7,7
and2b,2,2
nor3,4,4
dfstp,2,2
inv,9,9
nor4bb,3,3
and3,2,2
nand3,11,11
## layer usage
layer / part of all wire [%] / vias up / wire length [µm] / GRT usage (%)
li1: - / 773 / - / -
met1: 56 / 693 / 2150 / 23.0
met2: 41 / 15 / 1590 / 17.8
met3: 1.7 / 5 / 67 / 2.01
met4: 1.1 / 0 / 44 / 1.75
met5: 0 / - / 0 / 0
Power and IR drop assume default switching activity.
