==> design.v <==
module tx_bps_module (
	input  clk      ,  
	input  rst_n    ,  
	input  count_sig,
	output bps_clk
);
	parameter        bps_time = 13'd5207;
	logic     [12:0] rbps_clk           ;
	always_ff @(posedge clk or negedge rst_n) begin : proc_rbps_clk
		if(~rst_n) begin
			rbps_clk <= 13'b0;
		end else begin
			if(rbps_clk == bps_time) begin
				rbps_clk <= 13'b0;
			end else begin
				if(count_sig) begin
					rbps_clk <= rbps_clk + 1'b1;
				end else begin
					rbps_clk <= 13'b0;
				end
			end
		end
	end  
	assign bps_clk = (rbps_clk == 13'd2603)? 1'b1:1'b0;
endmodule  
module tx_control_module (
	input        clk        ,  
	input        rst_n      ,  
	input  [7:0] tx_data    ,
	input        bps_clk    ,
	input        tx_en_sig  ,
	output       tx_done_sig,
	output       tx_pin_out
);
	logic [3:0] rstate      ;
	logic       rtx_pin_out ;
	logic       rtx_done_sig;
	always_ff @(posedge clk or negedge rst_n) begin : proc_rstate
		if(~rst_n) begin
			rstate       <= 4'd0;
			rtx_done_sig <= 1'b0;
			rtx_pin_out  <= 1'b1;
		end else begin
			if(tx_en_sig) begin
				case (rstate)
					4'd0 :
						if(bps_clk) begin
							rstate      <= rstate + 1'd1;
							rtx_pin_out <= 1'b0;
						end
					4'd1, 4'd2, 4'd3, 4'd4, 4'd5, 4'd6, 4'd7, 4'd8 :
						if(bps_clk) begin
							rstate      <= rstate + 1'b1;
							rtx_pin_out <= tx_data[rstate - 1'b1];
						end
					4'd9 :
						if(bps_clk) begin
							rstate      <= rstate + 1'b1;
							rtx_pin_out <= 1'b1;
						end
					4'd10 :
						if(bps_clk) begin
							rstate      <= rstate + 1'b1;
							rtx_pin_out <= 1'b0;
						end
					4'd11 :
						if(bps_clk) begin
							rstate       <= rstate + 1'b1;
							rtx_done_sig <= 1'b1;
						end
					4'd12 :
					    begin
						    rstate <= 4'b0;
					        rtx_done_sig <= 1'b0;
					    end
					default :  ;
				endcase
			end
		end
	end
	assign tx_pin_out  = rtx_pin_out;
	assign tx_done_sig = rtx_done_sig;
endmodule
module tx_module (
	input clk,     
	input rst_n,   
	input tx_en_sig,
	input [7:0] tx_data,
	output tx_done_sig,
	output tx_pin_out
);
    logic bps_clk;
    tx_bps_module u0_tx_bps_module(
    	.clk      (clk),
    	.rst_n    (rst_n),
    	.count_sig(tx_en_sig),
    	.bps_clk  (bps_clk)
    	);
    tx_control_module u0_control_module(
    	.clk        (clk),
    	.rst_n      (rst_n),
    	.tx_data    (tx_data),
    	.bps_clk    (bps_clk),
    	.tx_en_sig  (tx_en_sig),
    	.tx_done_sig(tx_done_sig),
    	.tx_pin_out (tx_pin_out)
    	);
endmodule
==> run.sh <==
#!/bin/bash
# OpenROAD 26Q1-2900-gdf79404cd8, Yosys 0.63+post, stock flow scripts
make -C /OpenROAD-flow-scripts/flow DESIGN_CONFIG=/design/flow/config.mk WORK_HOME=/design/flow/orfs finish
==> config.mk <==
export PLATFORM = sky130hd
export DESIGN_NAME = tx_module
export DESIGN_NICKNAME = tx_module
export VERILOG_FILES = /design/flow/design.v
export SDC_FILE = /design/flow/constraint.sdc
export NUM_CORES = 4
export LEC_CHECK = 1
export CORE_AREA = 10 10 96 96
export DIE_AREA = 0 0 106 106
==> constraint.sdc <==
current_design tx_module

set clk_period 2.2
set clk_io_pct 0.2

create_clock -name clk0 -period $clk_period [get_ports {clk}]

set non_clock_inputs [all_inputs -no_clocks]
set_input_delay [expr $clk_period * $clk_io_pct] -clock clk0 $non_clock_inputs
set_output_delay [expr $clk_period * $clk_io_pct] -clock clk0 [all_outputs]
==> summary.log <==
INFO  cts            cts_made_buffers=3
INFO  critical_path  end_kind=register
INFO  min_path       whs_path_depth=1
INFO  route          drc=0
INFO  floorplanning  floorplan.core_area=7210µm²
INFO  synth          number_of_warning_messages_in_the_yosys_log=2
INFO  sta            maxSlewViolCount=0
INFO  min_path       holdCritPathClass=reg2reg
INFO  cts            clk_root_buffer_cell=sky130_fd_sc_hd__clkbuf_8
INFO  power_and_ir_drop irDropWorstVdd=0.182mV
INFO  synth          yosys_area=1250µm²
INFO  flow_run       max_cap_viol_count=0
INFO  route          antenna_cells_inserted=0
INFO  placed_design  post-dp-hpwl=1910µm
INFO  floorplanning  chip_area=11200µm²
INFO  global_route   antenna_violations_before_repair=0
INFO  synth          area_leaders=sky130_fd_sc_hd__dfrtp_1 (36%), sky130_fd_sc_hd__ha_1 (5.0%), sky130_fd_sc_hd__nor2_2 (5.0%), sky130_fd_sc_hd__xor2_1 (4.2%), sky130_fd_sc_hd__mux4_2 (3.6%)
INFO  cts            clock-sinks=19
INFO  power_and_ir_drop power.density_cell_area=431nW/µm²
INFO  cts            tritoncts=done
INFO  critical_path  required=2.34ns
INFO  synth          syn-instance-count=121
INFO  cells_and_area synthToLayoutAreaGrowth=22.4%
INFO  route          drt-pass1-iter-count=3
INFO  min_path       holdCritStartpoint=u0_tx_bps_module.rbps_clk[0]
INFO  critical_path  rrSetupSlack=0.19ns
INFO  sta            fin_worst_skew=0.00280ns
INFO  synth          dominantRegCellSynth=sky130_fd_sc_hd__dfrtp_1
INFO  floorplanning  fp.dieH=106µm
INFO  sta            report.final.hold_viol_count=0
INFO  synth          synth.cell_area=1250µm²
INFO  floorplanning  initial_standard_cell_utilization_of_the_core=17.3%
INFO  synth          edf_count=0
INFO  cts            post_cts_resized=0
INFO  floorplanning  fp.dieW=106µm
INFO  critical_path  crit_path_max_fanout=7
INFO  route          routed-via-count=947
INFO  cells_and_area drive_above_1_share=21.5%
INFO  critical_path  rr_worst_depth=6
INFO  route          avgViaCountPerCell=4.05
INFO  synth          top_area_cell=sky130_fd_sc_hd__dfrtp_1
INFO  synth          synth_top_area_share=36.0%
INFO  placed_design  place.gp.congestion=0.814
INFO  synth          async_flop_share=100%
INFO  floorplanning  row_count=31
INFO  cts            path_clk_slew=0.08ns
INFO  route          drt_iter0_drc=25
INFO  critical_path  worst_ep_arrival_time=2.15ns
INFO  global_route   number_of_global_route_vias_before_repair=926
INFO  synth          synth_cell_type_count=46
INFO  route          drt-wirelength-per-cell=10.8µm
INFO  sta            layout_min_cycle_time=2.01ns
INFO  global_route   grt_max_degree=20
INFO  sta            worst_max_slew_margin_expressed_relative_to_the_limit=73.9%
INFO  sta            worstMarginPinSlew=0.391ns
INFO  sta            min_period_over_period=91.2%
INFO  route          ant_nets=0
INFO  cells_and_area final_layout_top_logic_cells=sky130_fd_sc_hd__dfrtp_1 (18), sky130_fd_sc_hd__clkdlybuf4s50_1 (12), sky130_fd_sc_hd__nor2_2 (10)
INFO  synth          mean_area_per_synthesized_cell=10.3µm²
INFO  sta            timing.setup.tns=0ns
INFO  cts            cts-root-to-sink-buffers=2
INFO  global_route   first_pass_grt_wire_length=4400µm
INFO  outcome        outcome=completed
INFO  cts            cts.hold.buffers_added=0
INFO  sta            setup_repair_after_global_routing_missed_its_margin=no
INFO  power_and_ir_drop total_power=0.659mW
INFO  flow_run       openroad.warnings=28
INFO  critical_path  crit_path_launch_type=register
INFO  power_and_ir_drop p_leak=0.601nW
INFO  critical_path  r2r_end=u0_control_module.rstate[1]
INFO  synth          synth.ff_latch_count=19
INFO  route          routed_wirelength=2530µm
INFO  global_route   grt-ovfl-total=0
INFO  cells_and_area most_used_logic_cell_in_the_final_layout=sky130_fd_sc_hd__dfrtp_1
INFO  sta            timing.final.setup_violations=0
INFO  placed_design  placement.io_buffers=12
INFO  sta            max_freq=498MHz
INFO  floorplanning  boundaryPins=13
INFO  synth          synth.yosys.seq_area_share=38.1%
INFO  cts            htree_num_levels=1
INFO  min_path       hold_path_end=u0_tx_bps_module.rbps_clk[0]
INFO  global_route   grt_usage=4.64%
INFO  cts            clkLatencyLatePin=0.26ns
INFO  synth          ys_cells=121
INFO  critical_path  critical_path.reg2reg.startpoint=u0_control_module.rstate[0]
INFO  critical_path  worstSetupPathType=reg2reg
INFO  cts            cts_post_setup_buffers_inserted=0
## per-layer routing
| layer | vias to the layer above | share of wire (%) | global-route usage, % |
|---|---|---|---|
| li1 | 475 | - | - |
| met2 | 12 | 45 | 7.20 |
| met1 | 458 | 50 | 6.34 |
| met5 | - | 0 | 0 |
| met4 | 0 | 0.59 | 0.387 |
| met3 | 2 | 5.2 | 1.65 |
## area by class of cell
| type | instances | area (µm²) |
|---|---|---|
| Fill cell | 815 | 5680 |
| Multi-Input combinational cell | 92 | 719 |
| Sequential cell | 19 | 477 |
| Timing Repair Buffer | 16 | 150 |
| Tap cell | 99 | 124 |
| Clock buffer | 3 | 41.3 |
| Inverter | 4 | 15.0 |
| Clock inverter | 1 | 5.00 |
## worst max-delay path: stages (launching register included)
cell	delay [ns]
sky130_fd_sc_hd__dfrtp_1	0.49
sky130_fd_sc_hd__inv_1	0.13
sky130_fd_sc_hd__ha_1	0.24
sky130_fd_sc_hd__or3_1	0.34
sky130_fd_sc_hd__and2_4	0.18
sky130_fd_sc_hd__o221a_4	0.24
sky130_fd_sc_hd__mux2_4	0.29
## through the flow
stage	util, %	setup WS [ns]	hold WS (ns)	instances	area, µm²
2_1_floorplan	-	0.289	0.144	121	1250
5_1_grt	21.2	0.0814	0.502	234	1530
6_report	21.2	0.194	0.472	234	1530
4_1_cts	21.2	0.170	0.478	234	1530
3_5_place_dp	20.6	0.186	0.464	230	1490
3_3_place_gp	20.6	0.203	0.455	230	1490
## Yosys cell counts (2+ instances only)
| cell type | count |
|---|---|
| sky130_fd_sc_hd__a21oi_1 | 2 |
| sky130_fd_sc_hd__a31oi_1 | 3 |
| sky130_fd_sc_hd__and2_1 | 2 |
| sky130_fd_sc_hd__and3_1 | 3 |
| sky130_fd_sc_hd__clkbuf_1 | 3 |
| sky130_fd_sc_hd__dfrtp_1 | 18 |
| sky130_fd_sc_hd__ha_1 | 5 |
| sky130_fd_sc_hd__inv_1 | 4 |
| sky130_fd_sc_hd__mux2i_1 | 3 |
| sky130_fd_sc_hd__mux4_2 | 2 |
| sky130_fd_sc_hd__nand2_1 | 7 |
| sky130_fd_sc_hd__nand3_1 | 4 |
| sky130_fd_sc_hd__nand4_1 | 3 |
| sky130_fd_sc_hd__nor2_1 | 6 |
| sky130_fd_sc_hd__nor2_2 | 10 |
| sky130_fd_sc_hd__nor3_1 | 4 |
| sky130_fd_sc_hd__nor4_1 | 2 |
| sky130_fd_sc_hd__nor4bb_1 | 2 |
| sky130_fd_sc_hd__o2111ai_1 | 2 |
| sky130_fd_sc_hd__xnor2_1 | 5 |
| sky130_fd_sc_hd__xor2_1 | 6 |
## flip-flops by register name, summed over array words and instances, names as in the netlist
name / count
u0_control_module.rtx_pin_out: 1
u0_control_module.rtx_done_sig: 1
u0_tx_bps_module.rbps_clk: 13
u0_control_module.rstate: 4
## power by group
part | internal [mW] | switching [mW]
registers | 0.353 | 0.00423
logic | 0.0293 | 0.0254
clock network | 0.126 | 0.121
## logic make-up (layout without fill, tap and decap cells)
group           after synthesis  after routing  share of synthesized area (%)
simple gates                 53             53                           25.3
fa+ha+maj                     5              5                           5.00
mux                           6              6                           7.20
compound gates               17             17                           12.3
flops                        19             19                           38.1
xor+xnor                     11             11                           7.70
buf+inv                      10             24                           4.40
## worst max path at each step
stage	endpoint	from	depth (start not counted)	slack [ns]
4_1_cts	u0_control_module.rstate[1]	u0_control_module.rstate[0]	6	0.17
6_report	u0_control_module.rstate[1]	u0_control_module.rstate[0]	6	0.19
5_1_grt	u0_control_module.rstate[1]	u0_control_module.rstate[0]	6	0.08
Power and IR drop assume default switching activity.
